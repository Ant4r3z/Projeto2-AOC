<file path="flow/design.v">
module PC (clock, nextPC, PC);
	input clock;
	input [31:0] nextPC;
	output reg [31:0] PC;
	always @(posedge clock) 
	begin
		PC <= nextPC;
	end
endmodule
module Regfile (ReadAddr1, ReadAddr2,ReadData1, ReadData2, Clock, WriteData, RegWrite, Reset, WriteAddr);
input [4:0] ReadAddr1;
input [4:0] ReadAddr2;
output reg [31:0] ReadData1;
output reg [31:0] ReadData2;
input Clock;
input [4:0] WriteAddr;
input [31:0] WriteData;
input RegWrite;
input Reset;
reg [31:0] arrayreg [31:0];
	integer r = 0;
initial 
	 begin
        arrayreg[0] = 0;
    end
    always @(ReadAddr1 or Clock) begin 
	 ReadData1 = arrayreg[ReadAddr1];
    end
    always @(ReadAddr2 or Clock) begin 
	 ReadData2 = arrayreg[ReadAddr2];
    end
    always @(posedge Clock or posedge Reset) 
	 begin
		if (Reset) begin
			for(r=0;r<32;r=r+1) begin
            arrayreg[r] <= 32'B0;
            end
        end else begin
        if (RegWrite) begin
            arrayreg[WriteAddr] <= WriteData;
            arrayreg[0] <= 0;
            end
        end
    end
endmodule
module adder ( input wire [31:0] valor1,  
                input wire [31:0] valor2,    
                  output reg [31:0] soma);
always @(*) begin
  soma = valor1 + valor2;  
end
endmodule
module control(
			input wire [5:0] opcode, func,
			output reg branch, bne,
			output reg [3:0] aluop,
			output reg memread, memwrite, memtoreg,
		    output reg regdst, regwrite, alusrc,
			output reg jump, output wire jr);
	always @(*) begin
		aluop[2:0] <= 2'b111;
		alusrc 	   <= 1'b0;
		bne 	   <= 1'b0;
		memread    <= 1'b0;
		memtoreg   <= 1'b0;
		memwrite   <= 1'b0;
		regdst     <= 1'b1;
		regwrite   <= 1'b1;
		jump 	   <= 1'b0;
		case(opcode)
			6'b100011: begin 	 
				memread   <= 1'b1;
				regdst    <= 1'b0;
				memtoreg  <= 1'b1;
				aluop  <= 4'b0000;
				alusrc    <= 1'b1;
				branch <= 1'b0;
				bne 	   <= 1'b0;
				regwrite 	   <= 1'b1;
			end
			6'b001000: begin 	 
				regdst	  <= 1'b0;
				aluop  <= 4'b0000;
				alusrc	  <= 1'b1;
				branch <= 1'b0;
				bne 	   <= 1'b0;
				memread    <= 1'b0;
				memwrite   <= 1'b0;
			end
			6'b000100: begin 	 
				aluop  <= 4'b0001;
				branch <= 1'b1;
				regwrite  <= 1'b0;
				alusrc <= 1'b0;
				bne 	   <= 1'b0;
			end
			6'b101011: begin 	 
				regdst 	  <= 1'b0;
				memread   <= 1'b0;
				memtoreg  <= 1'b0;
				memwrite  <= 1'b1;
				aluop  <= 4'b0000;
				alusrc	  <= 1'b1;
				regwrite  <= 1'b0;
				branch <= 1'b0;
				bne 	   <= 1'b0;
			end
			6'b000101: begin 	 
				aluop  <= 4'b0001;
				branch <= 1'b1;
				regwrite  <= 1'b0;
				alusrc <= 1'b0;
				bne <=1'b1;
				memread    <= 1'b0;
				memwrite   <= 1'b0;
			end
			6'b000000: begin	 
				regdst    <= 1'b1;
				regwrite  <= 1'b1;
				alusrc 	  <= 1'b0;
				aluop  <= 3'b111;
				memwrite  <= 1'b0;
				memread   <= 1'b0;
				memtoreg  <= 1'b0;
				jump 	  <= 1'b0;
				branch <= 1'b0;
				bne 	   <= 1'b0;
			end
			6'b000010: begin 	 
				regdst    <= 1'bX;
				regwrite  <= 1'b0;
				alusrc    <= 1'bX;
				aluop     <= 4'bXXX;
				memwrite  <= 1'b0;
				memread	  <= 1'b0;
				memtoreg  <= 1'bX;
				branch <= 1'b0;
				jump      <= 1'b1;
				bne 	   <= 1'b0;
			end
			6'b000011: begin 	 
				regdst    <= 1'bX;
				regwrite  <= 1'b1;
				alusrc    <= 1'bX;
				aluop     <= 4'bXXX;
				memwrite  <= 1'b0;
				memread	  <= 1'b0;
				memtoreg  <= 1'bX;
				branch <= 1'b0;
				jump      <= 1'b1;
				bne 	   <= 1'b0;
			end
			6'b101010: begin      
				regdst    <= 1'b1;
				regwrite  <= 1'b1;
				alusrc    <= 1'b0;
				aluop     <= 4'b101;
				memwrite  <= 1'b0;
				memread   <= 1'b1;
				memtoreg  <= 1'b0;
				branch <= 1'b0;
				bne 	   <= 1'b0;
				jump      <= 1'b0;
			end
			6'b101001: begin       
				regdst	  <= 1'b0;
				regwrite  <= 1'b1;
				alusrc	  <= 1'b0;
				aluop     <= 4'b101;
				memwrite  <= 1'b0;
				memread   <= 1'b0;
				memtoreg  <= 1'b0;
				branch <= 1'b0;
				bne 	   <= 1'b0;
				jump      <= 1'b0;
			end
			6'b100110: begin       
				regdst    <= 1'b0;
				regwrite  <= 1'b1;
				alusrc    <= 1'b1;
				aluop     <= 4'b100;
				memwrite  <= 1'b0;
				memread   <= 1'b0;
				memtoreg  <= 1'b0;
				branch <= 1'b0;
				bne 	   <= 1'b0;
				jump      <= 1'b0;
			end
			6'b100101: begin       
				regdst    <= 1'b0;
				regwrite  <= 1'b1;
				alusrc    <= 1'b1;
				aluop     <= 4'b011;
				memwrite  <= 1'b0;
				memread   <= 1'b0;
				memtoreg  <= 1'b0;
				branch <= 1'b0;
				bne 	   <= 1'b0;
				jump      <= 1'b0;
			end
			6'b100100: begin       
				regdst    <= 1'b0;
				regwrite  <= 1'b1;
				alusrc    <= 1'b1;
				aluop     <= 4'b010;
				memwrite  <= 1'b0;
				memread   <= 1'b0;
				memtoreg  <= 1'b0;
				branch <= 1'b0;
				bne 	   <= 1'b0;
				jump      <= 1'b0;
			end
			6'b100010: begin      
				regdst    <= 1'b1;
				regwrite  <= 1'b1;
				alusrc    <= 1'b0;
				aluop     <= 4'b110;
				memwrite  <= 1'b0;
				memread   <= 1'b0;
				memtoreg  <= 1'b0;
				branch <= 1'b0;
				bne 	   <= 1'b0;
				jump      <= 1'b0;
			end
			6'b001111: begin
				regdst    <= 1'b0;
				regwrite  <= 1'b1;
				alusrc    <= 1'b1;
				aluop     <= 4'b1000;
				memwrite  <= 1'b0;
				memread   <= 1'b0;
				memtoreg  <= 1'b0;
				branch <= 1'b0;
				bne 	   <= 1'b0;
				jump      <= 1'b0;
			end
			6'b001101: begin       
				regdst    <= 1'b0;
				regwrite  <= 1'b1;
				alusrc    <= 1'b1;
				aluop     <= 4'b1001;
				memwrite  <= 1'b0;
				memread   <= 1'b0;
				memtoreg  <= 1'b0;
				branch <= 1'b0;
				bne 	   <= 1'b0;
				jump      <= 1'b0;
			end
			default: begin
				regdst    <= 1'b1;
				regwrite  <= 1'b1;
				alusrc    <= 1'b0;
				aluop     <= 4'b0111;
				memwrite  <= 1'b0;
				memread   <= 1'b0;
				memtoreg  <= 1'b0;
				branch <= 1'b0;
				bne 	   <= 1'b0;
				jump      <= 1'b0;
			end
		endcase
	end
	assign jr = (opcode == 6'b000000) ? ((func == 6'b001000) ? 1'b1 : 1'b0) : 1'b0;
endmodule
module dmem(clock, writeData, address, memWrite, memRead, readData);
parameter memorySize = 256;
input wire [31:0] address;
input wire [31:0] writeData;
input wire memWrite;
input wire memRead;
output wire [31:0] readData;
input clock;
reg [31:0] mainMemory [0:memorySize-1];
integer i;
initial begin
    for (i = 0; i < memorySize; i = i + 1)
    begin
        mainMemory[i] <= 32'b0;
    end
end
always @(posedge clock) begin
    if (memWrite == 1'b1) begin
        mainMemory[address] <= writeData;
    end
end
assign readData = (memRead == 0) ? 32'b0 : mainMemory[address];
endmodule
module int_mem(address,i_out);
input [31:0] address;
output reg [31:0] i_out;
reg [31:0] instruction [255:0];
initial begin
    $readmemb("C:/quartus/Projeto2-AOC/instruction.list", instruction);
end
always @(address) begin
    i_out = instruction[address>>2];
end
endmodule
module jump_control (instruction, pc, jump_address);
input wire [31:0] pc, instruction;
output reg [31:0] jump_address;
always @(*) begin
    jump_address <= {pc[31:28], instruction[25:0], 2'b00};
end
endmodule
module e (in1, in2, andout);
input wire in1, in2;
output reg andout;
always @(*)begin
    andout = in1 & in2;
end
endmodule
module mips(
clock, pcout, nextPC, aluresult, instruction, readdata
);
output wire [31:0] pcout;
output wire [31:0] nextPC;
wire [31:0] mux_branch_out;
input wire clock;
wire [3:0] ALUOp;
wire [3:0] OP;
wire [31:0] aluin1, aluin2;
output wire [31:0] aluresult;
wire zero_flag;
wire [4:0] shamt;
output wire [31:0] instruction;
wire [4:0] ReadAddr1;
wire [4:0] ReadAddr2;
wire [31:0] ReadData1;
wire [31:0] ReadData2;
wire [4:0] WriteAddr;
wire [31:0] WriteData;
wire Reset;
wire memread, memtoreg, regdst, regwrite, alusrc, branch, bne;
wire memwrite;
wire jump;
wire address;
wire [31:0] sign_extend_out;
wire [31:0] shift_branch_out;
wire [31:0] add_pc_4_out, add_pc_4_jal_out;
wire [31:0] adder_branch_out;
wire and_branch_out;
output wire [31:0] readdata; 
wire [31:0] jump_address, mux_jump_out, instructionWriteAddress;
wire [31:0] mux_data_out;
PC pc (clock, nextPC, pcout);
ula_ctrl ula_ctrl0 (ALUOp, instruction[5:0], OP);
ula ula0 (aluin1, aluin2, OP, aluresult, zero_flag, instruction[10:6], instruction[15:0], bne);
control ctrl(instruction[31:26], instruction[5:0], branch, bne, ALUOp, memread, memwrite, memtoreg, regdst, regwrite, alusrc, jump);
sign_extend sign_extend (instruction[15:0], sign_extend_out);
Regfile regfile (instruction[25:21], instruction[20:16], aluin1, ReadData2, clock, WriteData, regwrite, Reset, WriteAddr);
mux2 muxWriteRegister (instruction[20:16],instruction[15:11], regdst, instructionWriteAddress);
mux2 muxJumpWR (instructionWriteAddress, 5'b11111, jump, WriteAddr);
mux2 muxAlu (ReadData2, sign_extend_out, alusrc, aluin2);
shift_operator shift_branch (sign_extend_out, shift_branch_out);
adder adder_branch (mux_jump_out, shift_branch_out, adder_branch_out);
adder adder_pc (pcout, 32'b100, add_pc_4_out);
e and_branch (branch, zero_flag, and_branch_out);
mux2 mux_branch (mux_jump_out, adder_branch_out, and_branch_out, nextPC);
mux2 mux_data (aluresult, readdata, memtoreg, mux_data_out);
int_mem imem (pcout, instruction);
jump_control jpctrl (instruction, add_pc_4_out, jump_address);
mux2 muxJumpControl (add_pc_4_out, jump_address, jump, mux_jump_out);
dmem d_mem (clock, ReadData2, aluresult, memwrite, memread, readdata);
adder adder_pc_jal (add_pc_4_out, 32'b100, add_pc_4_jal_out);
mux2 mux_write_data (mux_data_out, add_pc_4_jal_out, jump, WriteData);
endmodule
module mux2 (A, B, sel, X);
	input wire [31:0] A, B;
	input wire sel;
	output reg [31:0] X;
always @(*) begin
	X = sel? B : A;	
end
endmodule
module shift_operator (
  l_Shift,
  shift_out
); 
  input wire [31:0] l_Shift;
  output reg [31:0] shift_out;
always @(*) begin
  shift_out = l_Shift << 2;
end
endmodule
module sign_extend (
    in, out
);
input wire [15:0] in;
output reg [31:0] out;
always @(*) begin
    out <= {{16{in[15]}}, in};
end
endmodule
module ula (
    In1, In2, OP, result, Zero_flag, shamt, immediate, bne
);
input wire [31:0] In1, In2;
input wire [3:0] OP;
input wire [4:0] shamt;
output reg [31:0] result;
output wire Zero_flag;
input wire [15:0] immediate;
input wire bne;
assign Zero_flag = bne ? (result != 0) : (result == 0);
always @(*) begin
    case (OP)
        4'b0000: result <= In2 << shamt;     
        6'b0001: result <= In2 >> shamt;     
        6'b0010: result <= $signed ($signed (In2) >>> shamt);     
        6'b0011: result <= $unsigned($unsigned(In2) << $unsigned(In1));       
        6'b0100: result <= $unsigned($unsigned(In2) >> $unsigned(In1));       
        6'b0101: result <= $signed($signed(In2) >> $signed(In1));       
        6'b0110: result <= In1 + In2;        
        6'b0111: result <= In1 - In2;        
        6'b1000: result <= In1 & In2;        
        6'b1001: result <= In1 | In2;        
        6'b1010: result <= In1 ^ In2;        
        6'b1011: result <= $signed(~($signed(In1) | $signed(In2)));     
        6'b1100: result <= $signed($signed(In1) < $signed(In2));        
        6'b1101: result <= $unsigned($unsigned(In1) < $unsigned(In2));        
        6'b1110: result <= {immediate, 16'b0};      
        6'b1111: result <= In1 | {16'b0, immediate};      
        default: result <= 0;
    endcase
end
endmodule
module ula_ctrl (
    ALUOp, func, Op
);
input wire [3:0] ALUOp;
input wire [5:0] func;
output reg [3:0] Op;
reg [3:0] _Op;
always @(*) begin
    case (func)
        6'b000000: _Op = 4'b0000;  
        6'b000010: _Op = 4'b0001;  
        6'b000011: _Op = 4'b0010;  
        6'b000100: _Op = 4'b0011;  
        6'b000110: _Op = 4'b0100;  
        6'b000111: _Op = 4'b0101;  
        6'b100000: _Op = 4'b0110;  
        6'b100010: _Op = 4'b0111;  
        6'b100100: _Op = 4'b1000;  
        6'b100101: _Op = 4'b1001;  
        6'b100110: _Op = 4'b1010;  
        6'b100111: _Op = 4'b1011;  
        6'b101010: _Op = 4'b1100;  
        6'b101001: _Op = 4'b1101;  
        default: _Op = 4'b0000;
    endcase
end
always @(*) begin
    case (ALUOp)
        4'b0000: Op = 4'b0110;    
        4'b0001: Op = 4'b0111;    
        4'b0010: Op = 4'b1000;    
        4'b0011: Op = 4'b1001;    
        4'b0100: Op = 4'b1010;    
        4'b0101: Op = 4'b1100;    
        4'b0110: Op = 4'b1101;     
        4'b0111: Op = _Op;        
        4'b1000: Op = 4'b1110;    
        4'b1001: Op = 4'b1111;    
        default: Op = 4'b0000;
    endcase
end
endmodule
</file>
<file path="flow/run.sh">
#!/bin/bash
# OpenROAD 26Q1-2900-gdf79404cd8, Yosys 0.63+post, stock flow scripts
make -C /OpenROAD-flow-scripts/flow DESIGN_CONFIG=/design/flow/config.mk WORK_HOME=/design/flow/orfs finish
</file>
<file path="flow/config.mk">
export PLATFORM = sky130hd
export DESIGN_NAME = mips
export DESIGN_NICKNAME = mips
export VERILOG_FILES = /design/flow/design.v
export SDC_FILE = /design/flow/constraint.sdc
export NUM_CORES = 4
export LEC_CHECK = 1
export CORE_AREA = 10 10 111 111
export DIE_AREA = 0 0 121 121
export SYNTH_HDL_FRONTEND = slang
export SYNTH_MEMORY_MAX_BITS = 65536
</file>
<file path="flow/constraint.sdc">
current_design mips

set clk_period 6.2
set clk_io_pct 0.2

create_clock -name clk0 -period $clk_period [get_ports {clock}]

set non_clock_inputs [all_inputs -no_clocks]
set_input_delay [expr $clk_period * $clk_io_pct] -clock clk0 $non_clock_inputs
set_output_delay [expr $clk_period * $clk_io_pct] -clock clk0 [all_outputs]
</file>
==> reports/summary.txt <==
Multiplexer share = 0
PD cells = 179 nW/µm²
Max Cap Viol = 0
CTS tree = done
slowest stage delay, CP = 0.53 ns
sequential fraction of the synthesis area = 0.308
crit-path cells = ha_1 -> nand2_1 -> nor3_4 -> nand3_1 -> xnor2_1 -> clkdlybuf4s50_1
Final HPWL DP = 4420 µm
Die ar. = 14600 µm²
Via Count = 1296
Clock Pin Slew Worst Setup and Hold Paths = 0.07 ns
min Tclk post-route = 3.64 ns
setup bufs post-CTS = 0
final wirelength = 5090 µm
core area = 9860 µm²
Synth area leader = buf_4
clock share of power = 0.558
Initial Util = 0.197
ys async rst share = 0
RSZ-0062 raised after global routing = no
Root Buffer = clkbuf_8
CTS H-tree depth = 2
XOR Share, Synth = 0.126
main flop type after synthesis = dfxtp_1
CP arrival = 2.40 ns
initial antenna violation count = 0
critical path type = flop to output pin
num rows = 36
Log Warnings = 25
Simple-Gate Area Share = 0.170
CTS Sinks = 30
Slowest cell on crit path = clkdlybuf4s50_1
Mapped Area = 1950 µm²
Cells after Synth = 208
Die H = 121 µm
Avg Cell Area, Syn = 9.36 µm²
critical path peak fanout = 8
first-pass GRT wire length = 7420 µm
pre-CTS setup slack = 2.83 ns
Post-synth EDFFs = 0
CTS resizes = 0
1st-iter DRT viols = 59
DR vias/cell = 3.18
Antenna diodes = 0
Port Buffers = 60
top flop regs = pc.PC: 30 flops
main logic family after synthesis = buffers and inverters
P_sw = 80.5 µW
total global-route track usage = 0.0617
Largest Register = pc.PC
layout cell share with drive strength beyond 1 = 0.0655
Yosys Chip Area = 1950 µm²
synthesized-area fraction occupied by adder cells = 0.00643
Yosys Instances = 208
post-route setup slack = 2.56 ns
largest net degree at the start of global routing = 11
Final Max Tran Viols = 0
Reg power frac = 0.433
number of cells after detailed placement = 400
critical path endpoint category = output pin
Synth Register Bits = 30
Area Growth Syn to Fin = 27.2%
startpoint type of the worst setup path = flop
count of non-filler cells in the finished layout = 408
worst hold-check path type = flop to flop
Max Freq = 0.275 GHz
endpoints failing setup = 0
Crit path required time = 4.96 ns
1st-pass router iterations = 4
worst path bufs/invs = 1
top area contributor share = 0.386
Synthesis Warnings = 1
Peak VDD IR = 0.0933 mV
internal power component = 364 µW
switching share of power = 0.181
synth top area cells = buf_4 (39%), dfxtp_1 (31%), xnor2_1 (9.9%)
vias in the first global route = 1415
per-cell routed wire length = 12.5 µm
Unique cell types = 21
die width = 121 µm
Hold Fails Final Rpt = 0
Gate power share = 0.009
GPL Wtd Cong = 0.715
Largest register FFs = 30
I/O Pins = 161
TNS Setup = 0 ns
DRC = 0
Tcrit/Tclk final = 0.587
Clock Skew = 0.00704 ns
CP delay by family, top = simple AND/OR/NAND/NOR gates
clk buf depth = 2
cts bufs inserted = 5
outcome = complete, no violations
# hold bufs at CTS = 0
clk ins delay skew pair = 0.28 ns
Synth Area in Compound Gates = 0
ANT nets after route = 0
grt ovf = 0
Leak = 1.03 nW
## worst register-to-register path, cell delays in order (launching register included)
cell	delay (ns)
dfxtp_1	0.44
ha_1	0.28
nand2_1	0.17
nor3_4	0.33
nand3_1	0.15
xnor2_1	0.23
## worst paths after layout
check | endpoint | cells after the start | start | slack, ns
max reg2reg | pc.PC[26] | 5 | pc.PC[2] | 4.51
min | pc.PC[31] | 1 | pc.PC[31] | 0.50
min reg2reg | pc.PC[31] | 1 | pc.PC[31] | 0.50
max | nextPC[26] | 6 | pc.PC[2] | 2.56
## cell usage after synthesis (2+ instances only)
| cell | count |
|---|---|
| buf_4 | 100 |
| nand2_1 | 7 |
| nand3_1 | 15 |
| and3_1 | 5 |
| nand4_4 | 2 |
| dfxtp_1 | 30 |
| nand4_1 | 6 |
| xnor2_1 | 22 |
| nor3_2 | 2 |
| nor2_1 | 3 |
| xor2_1 | 6 |
## cells in the final DEF, fill, tap and decap left out, drive strengths merged, types with 2 or more instances in the layout
master	count
and3	6
nand3	15
nand2	7
conb	100
xnor2	22
nand4	9
bufinv	2
xor2	6
nor3	3
dfxtp	30
clkdlybuf4s50	60
clkbuf	6
nor4	3
nor2	3
## per-stage QoR
stage          total power, mW   util  hold slack [ns]  cell area, µm²
2_1_floorplan            0.242      -            0.395            2320
3_3_place_gp             0.204  0.237            0.467            2330
3_5_place_dp             0.203  0.237            0.490            2330
4_1_cts                  0.454  0.251            0.502            2480
5_1_grt                  0.468  0.251            0.533            2480
6_report                 0.445  0.251            0.497            2480
## cell type report
type,instances,area (µm²)
inverters,1,3.75
flip-flops and latches,30,601
multi-input cells,176,963
clock buffers,6,82.6
fillers,1046,7390
well taps,133,166
clock inverters,2,60.1
repair buffers,60,601
## per-layer routing
layer / up-vias / part of all wire / routed length, µm / global-route usage
met2: 83 / 0.49 / 2520 / 0.106
met4: 0 / 0.014 / 70 / 0.00905
li1: 613 / - / - / -
met5: - / 0 / 0 / 0
met1: 596 / 0.41 / 2070 / 0.0746
met3: 4 / 0.085 / 433 / 0.0198
## power by group through the flow
stage     clock network [mW]  registers, mW  logic, mW
5_1_grt                0.268          0.192    0.00746
6_report               0.248          0.193    0.00398
4_1_cts                0.256          0.193    0.00584
## cell families (layout without fill, tap and decap cells)
family,Yosys count,in the layout
fa+ha+maj,1,1
xor+xnor,28,28
buf+inv,101,69
flops,30,30
other cells,1,100
simple gates,47,47
Power figures rest on the tool's default switching activity, not on a simulated workload.
